===== ./config.mk =====
export PLATFORM = sky130hd
export DESIGN_NAME = Izhikevich_Neuron
export DESIGN_NICKNAME = Izhikevich_Neuron
export VERILOG_FILES = /design/flow/design.v
export SDC_FILE = /design/flow/constraint.sdc
export NUM_CORES = 4
export LEC_CHECK = 1
export CORE_UTILIZATION = 30

===== ./run.sh =====
#!/bin/bash
# OpenROAD 26Q1-2900-gdf79404cd8, Yosys 0.63+post, stock flow scripts
make -C /OpenROAD-flow-scripts/flow DESIGN_CONFIG=/design/flow/config.mk WORK_HOME=/design/flow/orfs finish

===== ./design.v =====
module Izhikevich_Neuron (
    input clk,
    input reset,
    input signed [15:0] input_current,
    output reg signed [15:0] v,  
    output reg spike
);
    parameter signed [15:0] a = 16'sd2;    
    parameter signed [15:0] b = 16'sd2;    
    parameter signed [15:0] c = -16'sd65;  
    parameter signed [15:0] d = 16'sd8;    
    parameter signed [15:0] v_threshold = 16'sd30;
    reg signed [15:0] u;  
    always @(posedge clk or posedge reset) begin
        if (reset) begin
            v <= -16'sd70;  
            u <= 16'sd0;    
            spike <= 1'b0;
        end else begin
            if (v >= v_threshold) begin
                v <= c;           
                u <= u + d;       
                spike <= 1'b1;    
            end else begin
                spike <= 1'b0;
                v <= v + ((16'sd4 * v * v) / 16'sd10) + (16'sd5 * v) + 16'sd140 - u + input_current;
                u <= u + a * (b * v - u);
            end
        end
    end
endmodule

===== ./constraint.sdc =====
current_design Izhikevich_Neuron

set clk_period 33.0
set clk_io_pct 0.2

create_clock -name clk0 -period $clk_period [get_ports {clk}]

set non_clock_inputs [all_inputs -no_clocks]
set_input_delay [expr $clk_period * $clk_io_pct] -clock clk0 $non_clock_inputs
set_output_delay [expr $clk_period * $clk_io_pct] -clock clk0 [all_outputs]

==> out/results.ini <==
[run_status]
status=complete, no violations

[logic_synthesis]
yosys.area_share.xor_xnor_pct=8.97
yosys.area_share.simple_pct=14.2
postSynthSeqShare_pct=8.20
synth.cell_area_sq_um=9660
synth-adder-area-share_pct=37.8
aoi_share_pct=19.3
async_reset_ff_share_pct=100
syn-instance-count=1149
synth-main-ff-cell=dfrtp_1
top_cell=inv_1
edf_count=0
yosysChipArea_sq_um=9660
ys_top_logic_family=adder cells
synthMuxAreaShare_pct=1.26
netlist-cell-type-count=95
post_synth.cell_area_avg_sq_um=8.41
synth_area_leader_cell=fa_1
yosysWarningCount=1
yosysTopAreaCellShare_pct=20.9
ys_cells=1149
ys_ff=31
top_cells_by_count=inv_1, ha_1, fa_1, nand2_1, xnor2_1
top_cells_by_area=fa_1, ha_1, inv_1

[flow_run]
cap_violations=0
log.warning_count=31

[final_timing]
tightestPinTransition_ns=0.952
final-hold-violation-count=0
fin_skew_ns=0.00634
hold_ws_ns=0.623
period_needed_ns=15.57
setup_viol=0
rsz0062_at_grt=false
drv_slew=0
slew_headroom_pct=36.3
fin_ws_ns=17.43
timing.fmax_mhz=64.2
period_used_pct=47.2
setup_tns_ns=0

[cells_and_area]
design_area_sq_um=10600
syn2layout_area_growth_pct=9.56
drive_gt1_share_pct=6.57
fillCellCount=3228

[worst_setup_path]
critPathCaptureType=register
worst-path-max-fanout=18
crit_slowest_cell=xor2_1
crit_path_start_kind=register
cp.required_ns=33.19
max_stage_delay_ns=0.75
path_class=reg -> reg
crit_path_frequent_cell=fa_1
critical_path_arrival_ns=15.76
cp_top_family=adder cells
crit_buf_inv=8

[floorplanning]
die_w_um=181
rows=65
fp_util_pct=30.5
io-pin-count=35
die_h_um=181
core_area_sq_um=31600
dieArea_sq_um=32900

[route]
wire_per_inst_um=14.0
via_per_inst=4.94
first_pass_iters=5
wirelength_um=22100
n_antenna_cell=0
vias=7771
drcViolationCount=0
antenna_left=0
drt_iter0_drc=498

[clock_tree]
cts_sinks=31
hold_buffers=0
clkTransAtPathRegs_ns=0.05
cts_root_buf=clkbuf_16
tritoncts=done
htreeDepth=2
cts_resized=0
cts_buffer_depth=2
clk_latency_ns=0.28
cts_setup_buffers=0
cts_buffers=5

[global_routing]
grt_start_max_net_pins=33
grt_overflow=0
grt_first_pass_wirelength_um=37500
grtUsageTotal_pct=14.2
grt_pass1_vias=7599
antenna_found_initial=0

[placement]
place_ws_ns=17.52
place_hpwl_um=18300
port_buffers=34
gp_congestion=0.877
placed_cell_area_sq_um=10400

[worst_hold_path]
hold_path_class=reg -> reg

[cell families (layout without fill, tap and decap cells)]
logic type               after synthesis  count (layout)
multiplexers                          11              11
adder cells (fa/ha/maj)              232             232
buffers and inverters                254             277
AND/OR/NAND/NOR                      272             272
XOR/XNOR                              95              95
AND-OR/OR-AND                        252             252
flip-flops                            31              31
other                                  2               2
[worst min-delay path, stage by stage (launching register included)]
cell and delay [ns]:
dfrtp_1 0.37, xnor2_1 0.08, nor2_1 0.09, a21oi_1 0.05
[layout make-up]
cell class	instances	area, sq um	area share (%)
clock buffers	5	125	1.18
clock inverters	3	15.0	0.142
inverters	223	837	7.91
multi-input cells	864	7880	74.5
flip-flops and latches	31	792	7.48
well taps	402	503	4.75
repair buffers	46	430	4.07
[sequential cells by signal (all words and copies together) (netlist names)]
| register | flops |
|---|---|
| spike | 1 |
| u | 14 |
| v | 16 |
[layer usage]
layer	part of all wire [%]	global-route usage, %
met1	47	21.0
met2	48	23.8
met3	4.2	1.74
met4	0.52	0.678
met5	0	0
[cell usage in the layout, fill, tap and decap left out, types with 7 or more instances in the layout]
master           count
inv_1              222
ha_1               129
fa_1               101
nand2_1             79
xnor2_1             69
nor2_1              62
a21oi_1             62
clkdlybuf4s50_1     34
nor3_1              29
o21ai_0             26
nand3_1             23
xor2_1              23
and2_1              21
dfrtp_1             18
a21o_1              13
a31oi_1             13
o21bai_1            13
dfstp_2             13
a211oi_1            12
buf_4               12
o21a_1              11
and3_1              11
o211ai_1            10
o31ai_1              9
nor4_1               9
or3_1                8
nand2b_1             8
o21ai_1              7
o221ai_1             7
o22ai_1              7
[worst paths after layout]
check | cells past startpoint | endpoint | slack, ns | from
max in group asynchronous | 3 | v[14]$_DFF_PP1_ | 25.96 | reset
min reg2reg | 3 | u[15]$_DFF_PP0_ | 0.62 | u[15]$_DFF_PP0_
max | 61 | v[14]$_DFF_PP1_ | 17.43 | v[3]$_DFF_PP1_
min | 3 | u[15]$_DFF_PP0_ | 0.62 | u[15]$_DFF_PP0_
min in group asynchronous | 3 | spike$_DFF_PP0_ | 6.70 | reset
max reg2reg | 61 | v[14]$_DFF_PP1_ | 17.43 | v[3]$_DFF_PP1_
[stage by stage]
stage	cells	util (%)
floorplan	1149	-
global placement	1566	33.0
detailed placement	1566	33.0
CTS	1574	33.5
global route	1574	33.5
finish	1574	33.5
