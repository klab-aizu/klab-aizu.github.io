--- flow/design.v ---
module LIF_Neuron (
    input clk,
    input reset,
    input [7:0] input_current,
    output reg spike
);
    reg [7:0] membrane_potential;
    parameter THRESHOLD = 8'd128;
    parameter LEAK = 8'd1;
    always @(posedge clk or posedge reset) begin
        if (reset) begin
            membrane_potential <= 8'd0;
            spike <= 1'b0;
        end else begin
            if (membrane_potential >= THRESHOLD) begin
                spike <= 1'b1;
                membrane_potential <= 8'd0;  
            end else begin
                spike <= 1'b0;
                membrane_potential <= (membrane_potential >> 1) + input_current;  
            end
        end
    end
endmodule
--- flow/run.sh ---
#!/bin/bash
# OpenROAD 26Q1-2900-gdf79404cd8, Yosys 0.63+post, stock flow scripts
make -C /OpenROAD-flow-scripts/flow DESIGN_CONFIG=/design/flow/config.mk WORK_HOME=/design/flow/orfs finish
--- flow/config.mk ---
export PLATFORM = sky130hd
export DESIGN_NAME = LIF_Neuron
export DESIGN_NICKNAME = LIF_Neuron
export VERILOG_FILES = /design/flow/design.v
export SDC_FILE = /design/flow/constraint.sdc
export NUM_CORES = 4
export LEC_CHECK = 1
export CORE_AREA = 10 10 70 70
export DIE_AREA = 0 0 80 80
--- flow/constraint.sdc ---
current_design LIF_Neuron

set clk_period 4.3
set clk_io_pct 0.2

create_clock -name clk0 -period $clk_period [get_ports {clk}]

set non_clock_inputs [all_inputs -no_clocks]
set_input_delay [expr $clk_period * $clk_io_pct] -clock clk0 $non_clock_inputs
set_output_delay [expr $clk_period * $clk_io_pct] -clock clk0 [all_outputs]
==> flow.log <==
[report] implementation figures
[metrics] critical path class: in -> reg
[metrics] fmax: roughly 400 MHz
[metrics] WL per Instance: 10.4 µm
[metrics] Adders+Majority by Area: around a fifth
[metrics] power spent charging and discharging nets: roughly 0.16 mW
[metrics] setup repair after global routing missed its margin: false
[metrics] required time at the worst-slack endpoint: 4.43 ns
[metrics] Data arrival, critical path: roughly 2.6 ns
[metrics] post-CTS setup buffer count: 0
[metrics] H-tree depth reported by CTS: 1
[metrics] Seq/Total Area, Yosys: between 30% and 40%
[metrics] number of ports placed on the die boundary: 11
[metrics] Mapped Avg Cell Area: 10.5 µm²
[metrics] Fin Hold WS: roughly 0.63 ns
[metrics] biggest area cells: dfrtp_1 38%, ha_1 17%, a21o_1 5.7%, fa_1 3.8%, nor3_1 3.8%
[metrics] number of port buffers: 10
[metrics] Seq cells post-synth: 8
[metrics] antenna-violating nets left: 0
[metrics] maximum number of pins on one net before global-route repair: 12
[metrics] Inst Count DP: about 100
[metrics] total grt overflow: 0
[metrics] largest buffer count on any clock path: 2
[metrics] master of the slowest instance on the critical path: clkdlybuf4s50_1
[metrics] Flop pwr share: approximately a third
[metrics] via count: approximately 390
[metrics] number of cells in Yosys stat: ~50
[metrics] global-route wire length before repair: between 1.5 and 2 mm
[metrics] endpoints failing hold: 0
[metrics] worst slew margin relative to its limit: between 70% and 80%
[metrics] cell at the root of the clock tree: clkbuf_4
[metrics] clock sink count: 8
[metrics] Post-CTS Hold Buffers: 0
[metrics] power per cell area: around 590 mW/mm²
[metrics] clock latency on the worst-skew pair: ~0.25 ns
[metrics] proportion of power drawn by the clock network: roughly 14%
[metrics] Final Max Slew Viols: 0
[metrics] post-synth top area share: between 30% and 40%
[metrics] multiplexer fraction of the synthesized cell area: between 2 and 2.5%
[metrics] routed wire length: 1.11 mm
[metrics] Detailed Route Iter0 Violations: 16
[metrics] post-layout worst setup margin: ~1.8 ns
[metrics] number of global-route vias before repair: 403
[metrics] share of layout cells above drive strength 1: 6.56%
[metrics] setup violation total in the final timing report: 0
[metrics] XORs/XNORs by Area: approximately 3.3%
[metrics] clock transition time at the flip-flop clock pins of the worst setup and hold paths: approximately 0.050 ns
[metrics] dominant register cell: dfrtp_1
[metrics] max-cap violation count: 0
[metrics] tally of filler cells in the layout: roughly 380
[metrics] Setup Total Neg Slack: 0 ns
[metrics] prevailing logic family in the synthesized netlist: adder cells
[metrics] minimum clock period after layout: approximately 2.5 ns
[metrics] library cell appearing most often on the critical path: a21o_1
[metrics] run status: completed
[metrics] chip footprint: between 0.006 and 0.007 mm²
[metrics] cells along the critical path: clkdlybuf4s50_1 -> ha_1 -> a21o_1 -> a21o_1 -> a221oi_2 -> mux2_1
[metrics] RD Place Congestion: 0.753
[metrics] detailed-placement wirelength estimate: a little under 900 µm
[metrics] CP Launch Type: input pin
[metrics] Initial Util: ~15%
[metrics] maximum net fanout on the critical path: 6
[metrics] diodes inserted: 0
[metrics] hold crit path type: reg -> reg
[metrics] Setup crit end kind: register
[metrics] initial antenna violation count: 0
[metrics] Num CTS Buffers: 3
[metrics] number of gates resized after CTS: 0
[metrics] biggest cell delay along the critical path: around 0.4 ns
[metrics] tally of OpenROAD warnings: 26
[metrics] number of instances in the synthesized netlist: about 50
[metrics] detailed-route vias per instance: between 3 and 4
[metrics] Layout Cells excl Fill: 107
[metrics] simple-gate portion of the synthesized area: approximately 16%
[metrics] cell-internal power: between 0.2 and 0.3 mW
[metrics] number of distinct library cells after synthesis: 23
[metrics] post-synthesis instance area: 523 µm²
[metrics] vertical die dimension: 80 µm
[metrics] TritonCTS clock tree: done
[metrics] top cell type by total area after synthesis: dfrtp_1
[metrics] Buf+Inv Stages, Crit Path: 1
[metrics] ratio of final minimum period to clock period: about three fifths
[metrics] all-layer global routing usage: under 10%
[metrics] FP Rows: 21
[metrics] die outline width: roughly 80 µm
[metrics] register cell area after layout: approximately 200 µm²
[metrics] area of the core: about 0.0034 mm²
[metrics] fraction of registers with async set/reset: 100%
[metrics] critical path's top delay family: AND-OR/OR-AND gates
[metrics] count of library flops with an enable pin: 0
[metrics] combinational cell fraction of total power: between 50% and 60%
[metrics] number of detailed-route iterations in the first pass: 3
[metrics] worst voltage drop across the vdd grid: 0.000103 V
[metrics] Synth Warn #: 1
[metrics] area occupied by multi-input gates: a little over 300 µm²
[metrics] pin slew with the least headroom to its limit: 0.385 ns
[metrics] Yosys Chip Area: roughly 520 µm²
[metrics] reported leakage power: roughly 0.32 nW
[metrics] fraction of the mapped netlist area in compound gates: about 17%
[metrics] count of unresolved DRC violations after routing: 0
[metrics] post-route clock skew: about 0.010 ns
[metrics] post-synthesis to final-layout area growth: 33.0%
[metrics] proportion of total power due to net switching: a little under two fifths
[metrics] Setup WS pre-CTS: 1.55 ns
==> state kept, by name, summed over array words and instances (netlist names) <==
| name | count |
|---|---|
| membrane_potential | 7 |
| spike | 1 |
==> final timing paths <==
| check | from | end | slack (ns) | depth (start not counted) |
|---|---|---|---|---|
| max | input_current[4] | membrane_potential[7] | 1.80 | 6 |
| min | membrane_potential[7] | spike | 0.63 | 0 |
| max reg2reg | membrane_potential[5] | membrane_potential[7] | 2.47 | 5 |
| min reg2reg | membrane_potential[7] | spike | 0.63 | 0 |
| max in group asynchronous | reset | membrane_potential[7] | 3.19 | 2 |
| min in group asynchronous | reset | membrane_potential[6] | 0.86 | 2 |
==> cells by family (layout without fill, tap and decap cells) <==
family,Yosys count,after routing
and+or+nand+nor,16,16
AOI/OAI and AO/OA,12,12
adders and majority gates,8,8
DFF,8,8
buffers and inverters,3,14
xor gates and xnor gates,2,2
muxes,1,1
==> stage by stage <==
stage | power [mW] | cell area [µm²] | utilization, %
global placement | 0.344 | 673 | 19.7
floorplan | 0.306 | 523 | -
global route | 0.458 | 696 | 20.4
CTS | 0.416 | 696 | 20.4
finish | 0.412 | 696 | 20.4
detailed placement | 0.356 | 673 | 19.7
==> cell type report <==
class,instances,share of cell area (%)
Inverter,1,0.540
Sequential cell,8,28.8
Clock buffer,3,3.24
Timing Repair Buffer,10,14.4
Multi-Input combinational cell,39,44.8
Tap cell,46,8.27
==> metal layers <==
| layer | vias to the layer above | GRT usage [%] | share of wire [%] |
|---|---|---|---|
| met3 | 2 | 3.52 | 15 |
| met2 | 16 | 4.49 | 40 |
| met5 | - | 0 | 0 |
| li1 | 205 | - | - |
| met4 | 0 | 0.528 | 0.72 |
| met1 | 170 | 4.26 | 45 |
==> cells in the mapped netlist, types with 2 or more instances <==
cell type  number
nor2b_1         2
nor2_1          5
nor3_1          4
clkbuf_1        2
dfrtp_1         8
a21oi_1         2
a211oi_1        2
a21o_1          4
ha_1            7
==> cells in the final DEF, fill, tap and decap left out, drive strengths merged <==
cell	synthesis	layout
nor2b	2	2
o211ai	1	1
a221oi	1	1
ha	7	7
a21oi	2	2
a211oi	2	2
xor2	1	1
fa	1	1
a21o	4	4
mux2	1	1
dfrtp	8	8
nand3	1	1
nor3	4	4
and3	1	1
nand2b	1	1
or4	1	1
nor2	5	5
inv	1	1
clkbuf	2	3
xnor2	1	1
and4	1	1
o21a	1	1
o21ai	1	1
clkdlybuf4s50	0	10
==> power groups by stage <==
stage                 clock network, mW  logic (mW)  registers (mW)
after CTS                        0.0597       0.219           0.138
after global routing             0.0646       0.250           0.144
final                            0.0572       0.216           0.139
Power figures rest on the tool's default switching activity, not on a simulated workload.
